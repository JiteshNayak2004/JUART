`design/flow/config.mk`:
```
export PLATFORM = sky130hd
export DESIGN_NAME = uart_tx
export DESIGN_NICKNAME = uart_tx
export VERILOG_FILES = /design/flow/design.v
export SDC_FILE = /design/flow/constraint.sdc
export NUM_CORES = 4
export LEC_CHECK = 1
export CORE_AREA = 10 10 72 72
export DIE_AREA = 0 0 82 82
```
`design/flow/constraint.sdc`:
```
current_design uart_tx

set clk_period 3.0
set clk_io_pct 0.2

create_clock -name clk0 -period $clk_period [get_ports {clk}]

set non_clock_inputs [all_inputs -no_clocks]
set_input_delay [expr $clk_period * $clk_io_pct] -clock clk0 $non_clock_inputs
set_output_delay [expr $clk_period * $clk_io_pct] -clock clk0 [all_outputs]
```
`design/flow/design.v`:
```
module uart_tx
#(parameter DATA_LEN = 8,
  parameter CLK_DIV = 100  
)
(
    input logic [DATA_LEN-1:0] data,
    input logic send_en,
    input logic clk,
    input logic rst_n,   
    output logic next_d_ready,
    output logic tx_op
);
localparam DATA_WIDTH = $clog2(DATA_LEN);
localparam CLK_WIDTH = $clog2(CLK_DIV);
typedef enum logic [1:0] {
    S_IDLE  = 2'b00,
    S_START = 2'b01,
    S_DATA  = 2'b10,
    S_STOP  = 2'b11
} state_t;
state_t curr_state, next_state;
logic [CLK_WIDTH-1:0] clk_count;
logic [DATA_WIDTH-1:0] bit_count;
assign next_d_ready = (curr_state == S_IDLE);
always_ff @(posedge clk or negedge rst_n) begin
    if (!rst_n) begin
        curr_state <= S_IDLE;
        clk_count <= '0;
        bit_count <= '0;
    end else begin
        curr_state <= next_state;
        if (curr_state != next_state) begin
            clk_count <= '0;
        end else if (clk_count < CLK_DIV - 1) begin
            clk_count <= clk_count + 1;
        end
        if (curr_state == S_DATA && clk_count == CLK_DIV - 1) begin
            if (bit_count < DATA_LEN - 1) begin
                bit_count <= bit_count + 1;
            end else begin
                bit_count <= '0;
            end
        end
    end
end
always_comb begin
    next_state = curr_state;   
    case (curr_state)
        S_IDLE: begin
            if (send_en)
                next_state = S_START;
        end
        S_START: begin
            if (clk_count == CLK_DIV - 1)
                next_state = S_DATA;
        end
        S_DATA: begin
            if (clk_count == CLK_DIV - 1 && bit_count == DATA_LEN - 1)
                next_state = S_STOP;
        end
        S_STOP: begin
            if (clk_count == CLK_DIV - 1)
                next_state = S_IDLE;
        end
    endcase
end
always_comb begin
    case (curr_state)
        S_IDLE:  tx_op = 1'b1;
        S_START: tx_op = 1'b0;
        S_DATA:  tx_op = data[bit_count];
        S_STOP:  tx_op = 1'b1;
        default: tx_op = 1'b1;
    endcase
end
endmodule
```
`design/flow/run.sh`:
```
#!/bin/bash
# OpenROAD 26Q1-2900-gdf79404cd8, Yosys 0.63+post, stock flow scripts
make -C /OpenROAD-flow-scripts/flow DESIGN_CONFIG=/design/flow/config.mk WORK_HOME=/design/flow/orfs finish
```
==> ci_impl_report.md <==
### Flow metrics

| Metric | Value |
|---|---|
| Status | `complete, no violations` |
| Initial DRC Count | `48` |
| Port buffer count | `12` |
| Post-layout instance area | `1080 um2` |
| Fin util | `29.3%` |
| Area share, top type | `35.5%` |
| Setup ws final | `0.270 ns` |
| Most frequent cells in the layout | `dfrtp_1 (12), clkdlybuf4s50_1 (12), nand2_1 (7), ha_1 (7), nor3_1 (6)` |
| Core Rows | `22` |
| VDD IR-drop max | `131 uV` |
| Critical R2R Launch | `curr_state[0]$_DFF_PN0_` |
| RSZ-0062 raised after global routing | `false` |
| Clock root buffer | `clkbuf_8` |
| Register-to-Register Path Depth | `7` |
| Post-synthesis sequential area ratio | `35.5%` |
| Share of cells above drive strength 1 | `8.65%` |
| Max Cap Viol | `0` |
| Post-Synthesis Cells | `88` |
| FP Util | `22.9%` |
| Hold Path Origin | `bit_count[2]$_DFFE_PN0P_` |
| Setup CP Type | `primary input to output port` |
| # diodes | `0` |
| Worst setup EP type | `output port` |
| Drc violations | `0` |
| Tally of OpenROAD warnings | `28` |
| Pleak | `0.000459 uW` |
| Final Cycle Share | `91.0%` |
| Fmax | `366 MHz` |
| Slew headroom | `63.2%` |
| Via count | `733` |
| Clock Latency Late Sink | `0.24 ns` |
| YS chip area | `846 um2` |
| R2R Path End | `clk_count[1]$_DFFE_PN0P_` |
| Post-CTS Resized | `0` |
| Hpwl dp | `1370 um` |
| Slew of the pin with the lowest slew margin | `0.551 ns` |
| Number of global-route vias before repair | `673` |
| Pre-CTS setup slack | `0.256 ns` |
| Global-route wire length before repair | `2880 um` |
| Avg Vias per Cell | `4.82` |
| Clk buf depth | `2` |
| Hold Buf Count CTS | `0` |
| Worst path arrival time | `2.13 ns` |
| Worst Hold Class | `flop to flop` |
| Gr ovfl total | `0` |
| Die Span Y | `82 um` |
| Skew final | `0.00128 ns` |
| Crit path max fanout | `1` |
| Post-Syn Area | `846 um2` |
| Clock tree from TritonCTS | `built` |
| I/O pins | `13` |
| Post-DP Area | `1030 um2` |
| Core area | `3690 um2` |
| Die X | `82 um` |
| WP data required | `2.40 ns` |
| Final Hold Vio Count | `0` |
| Pwr/cell area | `330 nW/um2` |
| Largest net degree at the start of global routing | `13` |
| Worst Hold Depth | `2` |
| Top post-synthesis cells by area | `dfrtp_1 (36%), ha_1 (10%), mux2i_1 (4.7%), nor3_1 (3.6%), nand2_1 (3.1%)` |
| Synth unique cells | `36` |
| Initial antenna violation count | `0` |
| CTS H-tree depth | `1` |
| Slew Limit Fails | `0` |
| Tot Pwr | `357 uW` |
| Setup TNS Final | `0 ns` |
| Die area | `6720 um2` |
| Final Critical Period | `2.73 ns` |
| Gr usage total | `5.10%` |
| Clock-pin slew on the worst setup and hold paths | `0.06 ns` |
| Wirelength, routed | `1790 um` |
| Mean Syn Cell Area | `9.61 um2` |
| First drt pass iteration count | `4` |
| Flops out of synthesis | `12` |
| Startpoint Class | `primary input` |
| Inserted Clock Buffers | `3` |
| Synth Warn # | `1` |
| Leading area contributor after synthesis | `dfrtp_1` |
| DRT antenna net count | `0` |
| GP Congestion | `0.828` |
| Cells in synth_stat.txt | `88` |
| Final setup vio count | `0` |
| Postcts setup bufs | `0` |
| Hold path endpoint | `bit_count[2]$_DFFE_PN0P_` |
| Area Growth Syn to Fin | `27.8%` |
| Sink Count | `12` |
| Routed wire per std cell | `11.8 um` |
| R2r setup slk | `0.89 ns` |
==> where the power goes <==
group          leakage [uW]  internal (uW)  total [uW]  switching, uW
clock network     0.0000288            116         176           60.6
logic              0.000283           13.1        18.8           5.65
registers          0.000147            162         162              0
total              0.000459            291         357           66.2
==> state kept, by name, summed over array words and instances, names as in the netlist <==
signal	count
clk_count	7
curr_state	2
bit_count	3
==> synth_stat cells (all sizes together) <==
library cell and count:
a2111oi 1, a211o 1, a211oi 3, a21oi 3, a221oi 1, a222oi 1, a2bb2oi 1, a31oi 2
a32oi 1, and3 2, buf 1, clkbuf 1, dfrtp 12, ha 7, inv 4, mux2 1
mux2i 4, mux4 1, nand2 7, nand2b 2, nand3 5, nand3b 1, nand4 2, nor2 4
nor2b 1, nor3 7, o2111ai 1, o21a 1, o21ai 2, o21bai 1, o41ai 1, or2 1
or3b 2, xnor2 1, xor2 2
==> logic make-up after synthesis <==
| family | synth area share, % |
|---|---|
| AND-OR/OR-AND | 17.3 |
| XOR/XNOR | 3.11 |
| adder cells (fa/ha/maj) | 10.4 |
| buffers and inverters | 3.55 |
| flip-flops | 35.5 |
| multiplexers | 8.73 |
| AND/OR/NAND/NOR | 21.5 |
==> how the worst max path moves through the flow <==
stage	slack, ns	depth (start not counted)	to	from
CTS	0.24	5	tx_op	data[3]
global route	0.21	5	tx_op	data[3]
finish	0.27	5	tx_op	data[3]
==> routing by layer <==
metal | wire [um] | part of all wire (%) | GRT usage, %
met1 | 807 | 45 | 6.46
met2 | 935 | 52 | 9.01
met3 | 44 | 2.5 | 0.661
met4 | 0 | 0 | 1.19
met5 | 0 | 0 | 0
==> through the flow <==
stage,hold slack (ns),instances
detailed placement,0.592,148
floorplan,0.304,88
global route,0.654,152
finish,0.601,152
global placement,0.573,148
CTS,0.609,152
==> critical path: stages <==
cell             delay, ns
clkdlybuf4s50_1       0.39
mux4_2                0.45
o2111ai_1             0.18
a21oi_1               0.09
clkdlybuf4s50_1       0.41
==> layout make-up <==
class | instances | area (um2)
clock buffer | 4 | 55.1
fill | 386 | 2610
inverter | 4 | 15.0
multi-input combinational | 70 | 515
sequential | 12 | 300
tap | 48 | 60.1
timing repair buffer | 14 | 135
Power is estimated from default activity; no workload was simulated.
